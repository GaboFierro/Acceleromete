==> design.v <==
module seg7(
	input [3:0] in,
	output reg [6:0] display
);
always @(in)
begin
	case(in)
		0:
			display = 7'b1000000;
		1:
			display = 7'h79;
		2:
			display = 7'h24;
		3:
			display = 7'h30;
		4:
			display = 7'h19;
		5:
			display = 7'h12;
		6:
			display = 7'h02;
		7:
			display = 7'h78;
		8:
			display = 7'h00;	
		9:
			display = 7'h18;
		default:
			display = 7'h0111111;
	endcase
end
endmodule 
==> run.sh <==
#!/bin/bash
# OpenROAD 26Q1-2900-gdf79404cd8, Yosys 0.63+post, stock flow scripts
make -C /OpenROAD-flow-scripts/flow DESIGN_CONFIG=/design/flow/config.mk WORK_HOME=/design/flow/orfs finish
==> config.mk <==
export PLATFORM = sky130hd
export DESIGN_NAME = seg7
export DESIGN_NICKNAME = seg7
export VERILOG_FILES = /design/flow/design.v
export SDC_FILE = /design/flow/constraint.sdc
export NUM_CORES = 4
export LEC_CHECK = 1
export CORE_AREA = 10 10 70 70
export DIE_AREA = 0 0 80 80
==> constraint.sdc <==
current_design seg7

set clk_period 1.0
set clk_io_pct 0.2

create_clock -name clk0 -period $clk_period

set non_clock_inputs [all_inputs -no_clocks]
set_input_delay [expr $clk_period * $clk_io_pct] -clock clk0 $non_clock_inputs
set_output_delay [expr $clk_period * $clk_io_pct] -clock clk0 [all_outputs]
==> notes.md <==
Summary of implementation figures.

Status
The flow ran to the end, but the final reports show violations. The final reports fail on negative setup slack.

Synthesis
Yosys reports a chip area of 201 um2. The cell area after synthesis is 201 um2. The synthesized area per cell is 8.39 um2. The synthesis report lists the most area-consuming cells as sky130_fd_sc_hd__ha_1 25%, sky130_fd_sc_hd__nor2b_1 12%, sky130_fd_sc_hd__buf_6 11%, sky130_fd_sc_hd__mux2i_1 9.9%, sky130_fd_sc_hd__nor2b_4 6.8%. The synthesized netlist devotes 0% of its cell area to XOR and XNOR gates.

During synthesis, Yosys emitted a total of 2 warnings. sky130_fd_sc_hd__ha_1 takes more of the synthesized area than any other cell. The compound-gate portion of the synthesized area is 4.35%.

Summing the sequential cell areas from Yosys gives 0% of the chip area. In this run, the synthesized area fraction spent on and/or/nand/nor cells is recorded as 40.4%. Summing the areas of all fa, ha and maj instances in the mapped netlist gives 24.8% of the synthesized area. The number of standard cells after synthesis is 24. The number of distinct library cells after synthesis is 13. The yosys stat cell total is 24.

The main logic family after synthesis is simple AND/OR/NAND/NOR gates. The share of synthesized area spent on multiplexers is 15.5%. The fraction of post-synthesis cell area in the top cell type by area is 24.8%.

Finish
The clock buffer count in the final layout is 0. In the final layout, the share of cells above drive strength 1 is 77.5%. The flow measured a signed area growth from synthesis to layout of 136%. Across the whole layout, storage elements account for 0 um2. The library cell used most frequently in the layout, excluding fill and tap cells, is sky130_fd_sc_hd__buf_2. The filler cell count in the final layout is 386.

The finished cells cover 475 um2. The combined area of the multi-input logic cells is 248 um2. The finished layout holds 86 standard cells, fillers aside. In the layout the commonest cells are 8 x sky130_fd_sc_hd__buf_2, 6 x sky130_fd_sc_hd__buf_6, 4 x sky130_fd_sc_hd__ha_4, 3 x sky130_fd_sc_hd__nor2b_1.

The count of sequential standard cells is 0.

GRT
Recorded from the global router log, the overflow total was 0. The number of global-route vias before repair is 224. The first global-routing pass estimated 1180 um of wire. The overall fraction of global-route tracks in use is 2.22%. Entering global routing, the biggest net connects 10 pins. The number of antenna violations at the first check in global routing is 0.

Die
The floorplan report gives the top-level pin count as 11. At the floorplan stage, the core utilization is reported as 5.90%. The number of rows created at floorplan is 21.

The area of the die is 6400 um2. Per the OpenROAD floorplan log, the width of the die is 80 um. The die height is 80 um.

The core area is 3420 um2.

Job
The stage-log warning count is 37. The number of violations of the max-capacitance limit is 0.

Final timing
Setup repair after global routing could not meet its margin everywhere. The final number of hold-violating endpoints is 0. OpenROAD reports that the post-layout worst path occupies 118% of the period.

The worst-case max-slew headroom was logged as 86.9%. The final tally of max-slew violations is 0. The end-of-flow timing check tallies setup violations at 7.

The timing-limited maximum frequency is 0.847 GHz. The transition time recorded at the tightest slew-check pin is 0.191 ns. The final period demand of the worst path is 1.18 ns. The final worst slack is -0.181 ns.

Routing
The number of remaining DRC errors is 0. The count of nets left with antenna violations after detail routing is 0. The final route contains 223 vias. The detailed router reported a total wirelength of 702 um. The first-pass detailed-route iteration total is 3. For this run, the detailed router reports a per-instance via density of 2.59. The detail-routed net length per standard cell is 8.16 um. The antenna diode count is 0. After the first detailed-routing iteration, the DRC count stood at 6.

Place
The worst-case setup slack after placement is -0.987 ns. The global placer's final weighted congestion is 0.729. Detailed placement reports a standard cell area of 392 um2.

The total of buffers placed on input and output ports is 11. The HPWL after detailed placement is 544 um. The placed cell count is 85.

Power
The power density over the cells is 347 nW/um2. Summed over all cells, the static leakage comes to 0.200 nW. The largest vdd supply drop is 0.0920 mV.

Critical path
Data arrives at the worst endpoint at 0.98 ns. The element type at the critical path start is an input port. The worst endpoint required time is 0.80 ns.

The critical path in this run is classified as input port to output pin. The kind of end point of the critical path is an output pin. The report shows a maximum critical-path fanout of 2.

Worst hold path
In this run the worst hold path is classified as input port to output pin.
Yosys cell counts (all sizes together):
library cell,number
mux2,1
o31a,1
nor2b,5
and3b,1
nor3b,1
ha,4
nand3b,1
buf,2
nor2,2
inv,2
nor3,2
mux2i,2
where the power goes:
part	leakage, nW	total [mW]	switching [mW]	internal [mW]
Clock	0	0	0	0
Combinational	0.200	0.165	0.0657	0.0993
Sequential	0	0	0	0
Total	0.200	0.165	0.0657	0.0993
metrics by stage:
stage / util (%) / TNS (ns) / hold slack, ns / total power [mW]
after detailed placement: 11.5 / -6.54 / 1.54 / 0.132
after global routing: 13.9 / -0.928 / 0.784 / 0.181
final: 13.9 / -0.716 / 0.746 / 0.165
after global placement: 11.5 / -6.30 / 1.52 / 0.129
after CTS: 13.7 / -0.703 / 0.742 / 0.161
after floorplan: - / 0 / 0.515 / 0.0554
final timing paths:
path              startpoint         end  slack (ns)  cells past startpoint
hold / removal         in[3]  display[2]        0.75                      3
setup / recovery       in[1]  display[3]       -0.18                      6
layout make-up:
cell class                 count  share of cell area, %
timing repair buffer          18                   32.1
multi-input combinational     20                   52.1
tap                           46                   12.1
inverter                       2                   3.68
kinds of logic after synthesis:
| family | after synthesis |
|---|---|
| AND/OR/NAND/NOR | 12 |
| AND-OR/OR-AND | 1 |
| buffers and inverters | 4 |
| adder cells (fa/ha/maj) | 4 |
| multiplexers | 3 |
layer usage:
metal | GRT usage, % | wire, um | vias up
met4 | 0 | 0 | 0
li1 | - | - | 114
met5 | 0 | 0 | -
met3 | 2.27 | 185 | 0
met2 | 2.25 | 171 | 11
met1 | 3.16 | 345 | 98
what timing repair did:
action                     CTS  global route
hold buffers                 0             0
buffers inserted             1             0
setup endpoints to repair    7             7
pin swaps                    7             4
resized                     67             2
critical path, stage by stage:
cell	delay, ns
sky130_fd_sc_hd__buf_8	0.09
sky130_fd_sc_hd__inv_6	0.03
sky130_fd_sc_hd__ha_4	0.25
sky130_fd_sc_hd__nor2_1	0.03
sky130_fd_sc_hd__mux2_4	0.26
sky130_fd_sc_hd__buf_6	0.12
Power is estimated from default activity; no workload was simulated.
