## config.mk

```make
export PLATFORM = sky130hd
export DESIGN_NAME = spi_control
export DESIGN_NICKNAME = spi_control
export VERILOG_FILES = /design/flow/design.v
export SDC_FILE = /design/flow/constraint.sdc
export NUM_CORES = 4
export LEC_CHECK = 1
export CORE_UTILIZATION = 50
```

## design.v

```verilog
module spi_control#(
        parameter SPI_CLK_FREQ  = 2_000_000,
        parameter UPDATE_FREQ   = 50
    )(
        input reset_n,
        input clk,
        input spi_clk,
        input spi_clk_out,
        output data_update,
        output [15:0] data_x,
        output [15:0] data_y,
        output [15:0] data_z,  
        output SPI_SDI,
        input SPI_SDO,
        output SPI_CSN,
        output SPI_CLK,
        input [1:0] interrupt
    );
localparam TIMECOUNT = SPI_CLK_FREQ / UPDATE_FREQ;
localparam SDI_WIDTH = 16;
localparam SDO_WIDTH = 8;
localparam WRITE_MODE = 2'b00;
localparam READ_MODE = 2'b10;
localparam INI_NUMBER = 4'd11;
localparam IDLE = 0;
localparam TRANSFER = 1;
localparam INTERACT = 2;
localparam BW_RATE       = 6'h2c;
localparam POWER_CONTROL = 6'h2d;
localparam DATA_FORMAT = 6'h31;
localparam INT_SOURCE = 6'h30;
localparam X_LB = 6'h32;
localparam X_HB = 6'h33;
localparam Y_LB = 6'h34;
localparam Y_HB = 6'h35;
localparam Z_LB = 6'h36;
localparam Z_HB = 6'h37;
reg [3:0] init_index;
reg [SDI_WIDTH-3:0] write_data;
reg [SDI_WIDTH-1:0] data_tx;
reg start;
wire done;
wire [SDO_WIDTH-1:0] data_rx;
reg [1:0] spi_state;
reg data_update_internal;
reg [1:0] data_update_shift;
reg [$clog2(TIMECOUNT)-1:0] sample_count;
wire sample;
reg [2:0] read_index;
reg [7:0] read_command;
localparam LAST_READ_COMMAND = 6;
reg [7:0] data_storage [5:0];
assign data_x = {data_storage[1], data_storage[0]};
assign data_y = {data_storage[3], data_storage[2]};
assign data_z = {data_storage[5], data_storage[4]};
spi_serdes serdes (
    .reset_n(reset_n),
    .spi_clk(spi_clk),
    .spi_clk_out(spi_clk_out),
    .data_tx(data_tx),
    .start(start),
    .done(done),
    .data_rx(data_rx),
    .SPI_SDI(SPI_SDI),
    .SPI_SDO(SPI_SDO),
    .SPI_CSN(SPI_CSN),
    .SPI_CLK(SPI_CLK)
);
always @(*) begin
    case (init_index)
        0: write_data = {BW_RATE, 8'h09};
        1: write_data = {DATA_FORMAT, 8'h00};
        default: write_data = {POWER_CONTROL, 8'h08};
    endcase
end
always @(*) begin
    case (read_index)
        0: read_command = {READ_MODE, X_LB};
        1: read_command = {READ_MODE, X_HB};
        2: read_command = {READ_MODE, Y_LB};
        3: read_command = {READ_MODE, Y_HB};
        4: read_command = {READ_MODE, Z_LB};
        5: read_command = {READ_MODE, Z_HB};
        default: read_command = {READ_MODE, INT_SOURCE};
    endcase
end
assign sample = (sample_count == TIMECOUNT - 1);
always @(posedge spi_clk or negedge reset_n) begin
    if (!reset_n)
        sample_count <= 0;
    else
        sample_count <= sample ? 0 : sample_count + 1'b1;
end
always @(posedge spi_clk or negedge reset_n) begin
    if (!reset_n) begin
        init_index <= 0;
        start <= 0;
        spi_state <= IDLE;
        read_index <= 0;
        data_update_internal <= 0;
    end else if (init_index < INI_NUMBER) begin
        case(spi_state)
            IDLE : begin
                data_tx <= {WRITE_MODE, write_data};
                start <= 1;
                spi_state <= TRANSFER;
            end
            TRANSFER : if (done) begin
                init_index <= init_index + 1;
                start <= 0;
                spi_state <= IDLE;
            end
        endcase
    end else begin
        case(spi_state)
            IDLE : begin
                data_update_internal <= 0;
                read_index <= 0;
                start <= 0;
                if (sample)
                    spi_state <= INTERACT;
            end
            INTERACT : begin
                data_tx[15:8] <= read_command;
                if (read_index > 0)
                    data_storage[read_index - 1] <= data_rx;
                start <= 1;
                spi_state <= TRANSFER;
            end
            TRANSFER : if (done) begin
                start <= 0;
                if (read_index == LAST_READ_COMMAND) begin
                    data_update_internal <= 1;
                    spi_state <= IDLE;
                end else begin
                    read_index <= read_index + 1;
                    spi_state <= INTERACT;
                end
            end
        endcase
    end
end
always @(posedge clk)
    data_update_shift <= {data_update_shift[0], data_update_internal};
assign data_update = data_update_shift == 2'b01;
endmodule
module spi_serdes(
        input                       reset_n,
        input                       spi_clk,
        input                       spi_clk_out,
        input       [15:0]          data_tx,
        input                       start,
        output                      done,
        output reg  [7:0]           data_rx,
        output                      SPI_SDI,
        input                       SPI_SDO,
        output                      SPI_CSN,
        output                      SPI_CLK
    );
localparam  IDLE = 0;  
localparam WRITE = 1;  
localparam  READ = 2;  
localparam STALL = 3;  
reg [1:0]  state = IDLE;
reg [3:0]  count;
reg [15:0] data_tx_reg;
reg read;
wire spi_active;
assign spi_active = (state == READ || state == WRITE);
assign SPI_CSN = ~(spi_active || start);
assign SPI_CLK = spi_active ? spi_clk_out : 1'b1;
assign SPI_SDI = (state == WRITE) ? data_tx_reg[count] : 1'b1;
assign done    = (state == STALL);
always @(posedge spi_clk or negedge reset_n) begin
    if (reset_n == 1'b0) begin
        state <= IDLE;
    end else begin
        case (state)
            IDLE : begin
                count <= 4'hf;
                if (start) begin
                    read        <= data_tx[15];
                    data_tx_reg <= data_tx;
                    state       <= WRITE;
                end
            end
            WRITE : begin
                count <= count - 1;
                if (read && (count == 8)) begin
                    state <= READ;
                end else if (count == 0) begin
                    state <= STALL;
                end
            end
            READ : begin
                count <= count - 1;
                data_rx <= {data_rx[6:0],SPI_SDO};
                if (count == 0) begin
                    state <= STALL;
                end
            end
            STALL: state <= IDLE;
        endcase
    end
end
endmodule
```

## run.sh

```bash
#!/bin/bash
# OpenROAD 26Q1-2900-gdf79404cd8, Yosys 0.63+post, stock flow scripts
make -C /OpenROAD-flow-scripts/flow DESIGN_CONFIG=/design/flow/config.mk WORK_HOME=/design/flow/orfs finish
```

## constraint.sdc

```tcl
current_design spi_control

set clk_period 2.5
set clk_io_pct 0.2

create_clock -name clk0 -period $clk_period [get_ports {clk}]
create_clock -name clk1 -period $clk_period [get_ports {spi_clk}]

set non_clock_inputs [all_inputs -no_clocks]
set_input_delay [expr $clk_period * $clk_io_pct] -clock clk0 $non_clock_inputs
set_output_delay [expr $clk_period * $clk_io_pct] -clock clk0 [all_outputs]
```

==> metrics.yaml <==
status:
  status: "finished clean"
synthesis:
  synthAdderAreaFrac_pct: 5.30
  simple_gate_area_share_pct: 11.2
  yosys.area.top_type_share_pct: 53.7
  yosys.area.top_type: "edfxtp_1"
  async_reset_ff_share_pct: 27.8
  netlist_area_um2: 4250
  yosys-stat-area_um2: 4250
  ff_type: "edfxtp_1"
  common_cells: "edfxtp_1 (76), dfrtp_1 (29), nor2_1 (22)"
  syn_inst: 289
  synthTopCellsByArea: "edfxtp_1 (54%), dfrtp_1 (17%), ha_1 (5.3%), xnor2_1 (2.3%), nor2_1 (1.9%)"
  mux_area_share_pct: 0.736
  ys_cells: 289
  syn_avg_cell_area_um2: 14.7
  ys_ff: 108
  synth_cell_types: 47
  yosys.area_share.xor_xnor_pct: 3.50
  logic_family: "simple AND/OR/NAND/NOR gates"
  yosys_warnings: 3
  ys_seq_share_pct: 72.3
  post-synth-top-count-cell: "edfxtp_1"
  edf_count: 76
  aoi_share_pct: 4.83
power:
  vdd_drop_max_uv: 474
  p_leak_nw: 1.94
  p_per_area_nw_per_um2: 578
detailed_routing:
  vias_per_cell: 5.04
  wire_per_inst_um: 15.0
  wl_um: 7060
  routed-via-count: 2370
  route.detailed.drc: 0
  diodes: 0
  drt_pass1_iterations: 4
  drtIter0Drc: 72
  antenna_left: 0
sta:
  tns_ns: 0
  finalHoldViolCount: 0
  max_slew.worst_pin.slew_ns: 0.646
  fin_worst_skew_ns: 0.00979
  whs_ns: 0.336
  maxSlewViolCount: 0
  relSlewSlack_pct: 56.6
  rsz0062_at_grt: "false"
  setup_viol: 0
finish:
  areaGrowthSynthToFinish_pct: 22.1
  post-route-util_pct: 63.1
  fill_cells: 617
  drive_above_1_share_pct: 8.77
  reg_top3: "data_storage: 48 flops, sample_count: 16 flops"
  instances_no_fill: 470
  largest_register_ffs: 48
  top_register: "data_storage"
worst_setup_path:
  cp.depth: 4
  slowest_stage: "clkdlybuf4s50_1"
  startpoint: "serdes.state[1]$_DFFE_PN0P_"
  endpoint: "SPI_CSN"
  end_kind: "output pin"
  crit_fanout: 6
  slowest_delay_ns: 0.46
  path_class: "flop to output pin"
  cp.buffers_inverters: 2
  arrival_ns: 1.84
  r2r_slack_ns: 0.33
  worst_path_dominant_cell_family: "buffers and inverters"
  worstPathRequired_ns: 2.00
  rr_worst_depth: 5
  crit_chain: "inv_1 > ha_1 > nor2_1 > clkdlybuf4s50_1"
  cp-start-kind: "flop"
  r2r_start: "read_index[0]$_DFFE_PN0P_"
  r2r-end: "data_storage[1][6]$_DFFE_PP_"
clocking:
  clkTransAtPathRegs_ns: 0.09
  cts.sinks: 108
  cts_tree: "done"
  cts_hold_buffers: 0
floorplan:
  die-area_um2: 8870
  fp-utilization_pct: 51.7
  coreArea_um2: 8220
  die_w_um: 94.2
  pin_count: 59
  fp.dieH_um: 94.2
  rows: 33
global_routing:
  track_usage_pct: 19.0
  grt_max_degree: 33
  grt_first_pass_wirelength_um: 11900
  grt_antenna_before_repair: 0
  overflow: 0
  grt_pass1_vias: 2414
hold_path:
  hp-class: "flop to flop"
placed_design:
  place_congestion: 0.796
  hpwl_um: 4980
  port_buffers: 55
  post-place-cells: 451
job:
  log.warning_count: 40
  max_cap_viol_count: 0
[per-stage QoR]
step,worst slack (ns),area (um2),power [mW]
3_3_place_gp,0.170,4960,1.97
5_1_grt,0.0484,5190,3.10
4_1_cts,0.0571,5170,3.02
6_report,0.158,5190,3.00
3_5_place_dp,0.135,4960,1.97
2_1_floorplan,0.491,4250,1.95
[repair_timing]
action | CTS | global route
resized | 0 | 4
buffers inserted | 0 | 1
setup endpoints to repair | 0 | 1
hold endpoints to repair | 0 | 0
[worst reg2reg max path: stages, from the launching register on]
cell,delay (ns)
dfrtp_1,0.41
inv_1,0.10
ha_1,0.21
ha_1,0.30
nor4_1,0.37
and2_1,0.45
[layer usage]
metal / global-route usage [%] / wire (um)
met1: 32.6 / 3210
met2: 28.2 / 3260
met3: 4.12 / 459
met4: 3.72 / 129
met5: 0 / 0
[power breakdown]
group	switching, mW	internal, mW
Sequential	0.00318	1.90
Clock	0.596	0.473
Combinational	0.0161	0.00941
Total	0.615	2.38
[cell type report]
cell class                      count  area (um2)  area share [%]
Multi-Input combinational cell    158        1090            21.0
Sequential cell                   108        3070            59.3
Timing Repair Buffer               61         602            11.6
Tap cell                          105         131            2.53
Clock inverter                      6        50.0           0.965
Clock buffer                       12         165            3.18
Inverter                           20        75.1            1.45
[kinds of logic after synthesis]
group	Yosys count
DFF	108
adders and majority gates	18
muxes	3
and+or+nand+nor	88
AOI/OAI and AO/OA	32
buffers and inverters	23
xor gates and xnor gates	17
[placed cells by master (no fill, tap or decap), types with 5 or more instances in the layout]
| master | count |
|---|---|
| clkdlybuf4s50_1 | 54 |
| a21oi_1 | 9 |
| nand2_1 | 12 |
| dfrtp_1 | 29 |
| nor3_1 | 8 |
| inv_1 | 18 |
| nor2_1 | 22 |
| and2_1 | 6 |
| xor2_1 | 6 |
| edfxtp_1 | 76 |
| clkbuf_8 | 12 |
| o21ai_0 | 5 |
| ha_1 | 18 |
| xnor2_1 | 11 |
| buf_4 | 5 |
| nand3_1 | 10 |
[worst min-delay path by stage]
stage,from,cells past startpoint,endpoint
finish,data_update_shift[0]$_DFF_P_,0,data_update_shift[1]$_DFF_P_
global route,data_update_shift[0]$_DFF_P_,0,data_update_shift[1]$_DFF_P_
CTS,data_update_shift[0]$_DFF_P_,0,data_update_shift[1]$_DFF_P_
No activity file was given, so power comes from the tool's default toggle rates.
